==> flow/run.sh <==
#!/bin/bash
# OpenROAD 26Q1-2900-gdf79404cd8, Yosys 0.63+post, stock flow scripts
make -C /OpenROAD-flow-scripts/flow DESIGN_CONFIG=/design/flow/config.mk WORK_HOME=/design/flow/orfs finish
==> flow/config.mk <==
export PLATFORM = sky130hd
export DESIGN_NAME = ALU_16
export DESIGN_NICKNAME = ALU_16
export VERILOG_FILES = /design/flow/design.v
export SDC_FILE = /design/flow/constraint.sdc
export NUM_CORES = 4
export LEC_CHECK = 1
export CORE_UTILIZATION = 50
==> flow/constraint.sdc <==
current_design ALU_16

set clk_period 9.6
set clk_io_pct 0.2

create_clock -name clk0 -period $clk_period

set non_clock_inputs [all_inputs -no_clocks]
set_input_delay [expr $clk_period * $clk_io_pct] -clock clk0 $non_clock_inputs
set_output_delay [expr $clk_period * $clk_io_pct] -clock clk0 [all_outputs]
==> flow/design.v <==
module ALU_16 (
    input logic [15:0] in1,
    input logic [15:0] in2,
    input logic [2:0] alu_sel,
    output logic [15:0] alu_out
);
    localparam ADD  = 3'b000,
               SUB  = 3'b001,
               AND_ = 3'b010,
               OR_  = 3'b011,
               XOR_ = 3'b100,
               FLIP = 3'b101,
               LSR  = 3'b110,
               LSL  = 3'b111;
    always_comb begin
        case (alu_sel)
            ADD: alu_out = in1 + in2;
            SUB: alu_out = in1 - in2;
            AND_: alu_out = in1 & in2;
            OR_: alu_out = in1 | in2;
            XOR_: alu_out = in1 ^ in2;
            FLIP: alu_out = in1 ^ (16'b1 << in2[3:0]);  
            LSR: alu_out = in1 >> in2[3:0];
            LSL: alu_out = in1 << in2[3:0];
            default: alu_out = 16'h0000;
        endcase
    end
endmodule
==> summary.txt <==
This memo summarizes the results of the implementation run.

Synth
For this design, Yosys synthesis ends with a cell count of 480. The proportion of synthesized chip area in sequential cells is 0%. The number of distinct library cells after synthesis is 66.

The per-instance average area after synthesis is 6.850 sq um. The number of standard cells after synthesis is 480. The area of the synthesized netlist per yosys stat is 3288 sq um.

Summing every instance area after synthesis gives 3288 sq um. The warning count from the yosys run is 1.

Setup path
At the worst endpoint, the arrival time is 6.09 ns. The signal on the critical path passes through clkdlybuf4s50_1, buf_4, inv_2, ha_1, ha_1, a21oi_1, ha_1, a211oi_2, o211ai_1, a221oi_2, a21oi_1, xnor2_1, o2111ai_1, clkdlybuf4s50_1. The kind of start point of the critical path is an input port. The endpoint required time on the critical path is 7.68 ns. The kind of critical path is input port to output port. The longest incremental delay of any stage on the critical path is reported as 0.51 ns. The most numerous cell on the critical path is sky130_fd_sc_hd__ha_1.

The worst setup path is captured at an output port. The largest fanout on the critical path is 28. The cell type of the slowest stage on the worst timing path is sky130_fd_sc_hd__inv_2.

Floorplanning
The chip occupies 6905 sq um. The boundary pin count is 51. The core area is 6350 sq um. The height of the die is 83.10 um.

The total number of placement rows is 29. The floorplan die width is 83.10 um. The share of the core area taken by cells at floorplan is 51.78%.

Detailed routing
The final routed wirelength across all metal layers is 12010 um. The total DRC errors in the routed layout is 0. The average via count per standard cell is 6.575. The number of nets with antenna violations after detailed routing is 0. The final route contains 3794 vias. The average detailed-routed wire length per instance is 20.82 um. For this run, the script counts the antenna cells in the layout as 0. The detailed-router iteration count before antenna repair is 5. After the first detailed-routing iteration, the DRC count stood at 321.

Finish
The fraction of final layout cells sized beyond drive strength 1 is 5.000%. In the final layout, the multi-input gates occupy 3044 sq um. The area taken by flip-flops and latches is 0 sq um.

In the finished design the tool counted flip-flops and latches totalling 0. Per the layout report, the design carries 602 filler cells. The flow measured a signed area growth from synthesis to layout of 14.19%. The final layout report lists a clock buffer count of 0.

Pwr
Dividing total power by cell area gives a power density of 64.86 nW/um^2. The leakage power is 1.412 nW. The worst vdd rail ir drop is 45.01 uV.

The total power consumption of the routed design is 0.2435 mW.

Job
The number of maximum-capacitance violations is 0. The number of warning messages in the logs is 40.

Timing
After layout, the worst path uses 83.48% of the clock period. The pin closest to its max-slew limit shows a slew of 0.6919 ns. The setup slack after layout is 1.586 ns.

The final timing report lists a hold violation count of 0. Static timing analysis puts the maximum clock frequency at 124.8 MHz. The routed design could run at a clock period as short as 8.014 ns. Counting pins that exceed their max-slew limit in the final report gives 0. Setup repair after global routing left no endpoint under its margin.

On the final layout, the worst hold slack is 5.184 ns. The setup TNS is 0 ns. The number of endpoints failing setup at the final stage is 0. The relative max-transition margin is 53.73%.

Clock network
For this design, the CTS-stage hold fixing added 0 buffers. The post-CTS resize count is 0. Once the clock tree was built, the setup fixing pass inserted 0 buffers.

Global routing
The global-route total usage across every layer is 35.46%. The initial antenna violation count is 0. The final global-route overflow total is 0. Entering global routing, the biggest net connects 52 pins.

The number of global-route vias before repair is 3549. The first global-routing pass estimated 19270 um of wire.

Place
After its last routability iteration, the placer logged a weighted congestion of 0.9795. According to the dpl log, the detail-placed design has an HPWL of 9549 um. The port buffer count is 51.

The worst slack at placement is 1.659 ns.

Hold path
The worst hold path belongs to the class input port to output port.

Outcome
The flow ran to the end, and the final reports show no timing, DRC or antenna violations.
[through the flow]
stage / cell area (sq um) / util [%] / std cells
6_report: 3755 / 59.13 / 577
2_1_floorplan: 3288 / - / 480
3_5_place_dp: 3755 / 59.13 / 577
3_3_place_gp: 3755 / 59.13 / 577
4_1_cts: 3755 / 59.13 / 577
5_1_grt: 3755 / 59.13 / 577
[Yosys cell counts, types with 7 or more instances]
| master | number | share of area [%] |
|---|---|---|
| sky130_fd_sc_hd__o211ai_1 | 14 | 3.2 |
| sky130_fd_sc_hd__a31oi_1 | 7 | 1.3 |
| sky130_fd_sc_hd__xnor2_1 | 30 | 8.0 |
| sky130_fd_sc_hd__maj3_1 | 8 | 2.4 |
| sky130_fd_sc_hd__ha_1 | 24 | 9.1 |
| sky130_fd_sc_hd__nor3_1 | 12 | 1.8 |
| sky130_fd_sc_hd__o21ai_0 | 20 | 3.0 |
| sky130_fd_sc_hd__nand2b_1 | 7 | 1.3 |
| sky130_fd_sc_hd__o22ai_1 | 16 | 3.0 |
| sky130_fd_sc_hd__nor2_1 | 47 | 5.4 |
| sky130_fd_sc_hd__nand2_1 | 42 | 4.8 |
| sky130_fd_sc_hd__a211oi_1 | 8 | 1.8 |
| sky130_fd_sc_hd__o2111ai_1 | 7 | 1.9 |
| sky130_fd_sc_hd__a21oi_1 | 32 | 4.9 |
| sky130_fd_sc_hd__buf_2 | 12 | 1.8 |
| sky130_fd_sc_hd__clkbuf_1 | 16 | 1.8 |
| sky130_fd_sc_hd__o21ai_1 | 18 | 2.7 |
| sky130_fd_sc_hd__mux2_1 | 7 | 2.4 |
| sky130_fd_sc_hd__xor2_1 | 11 | 2.9 |
| sky130_fd_sc_hd__inv_1 | 14 | 1.6 |
| sky130_fd_sc_hd__mux2i_1 | 35 | 11 |
[power breakdown]
group / switching (mW) / internal, mW / leakage (nW)
clock: 0 / 0 / 0
combinational: 0.136 / 0.108 / 1.41
sequential: 0 / 0 / 0
total: 0.136 / 0.108 / 1.41
[layout make-up]
cell class / count / share of cell area, %
Tap cell: 77 / 2.566
Inverter: 19 / 1.899
Multi-Input combinational cell: 425 / 81.07
Timing Repair Buffer: 56 / 14.46
[logic make-up (layout without fill, tap and decap cells)]
kind of cell	after synthesis	after routing	synth area share, %
simple gates	137	137	19.64
compound gates	165	165	33.56
fa+ha+maj	33	33	12.18
mux	48	48	15.79
xor+xnor	42	42	11.42
buf+inv	55	75	7.420
[layout by cell type (no fill, tap or decap), types with 7 or more instances in the layout]
cell type / n
sky130_fd_sc_hd__nor3_1: 12
sky130_fd_sc_hd__inv_1: 14
sky130_fd_sc_hd__clkdlybuf4s50_1: 50
sky130_fd_sc_hd__mux2_1: 7
sky130_fd_sc_hd__xor2_1: 11
sky130_fd_sc_hd__mux2i_1: 35
sky130_fd_sc_hd__ha_1: 24
sky130_fd_sc_hd__a211oi_1: 8
sky130_fd_sc_hd__a21oi_1: 32
sky130_fd_sc_hd__xnor2_1: 30
sky130_fd_sc_hd__o21ai_0: 20
sky130_fd_sc_hd__maj3_1: 8
sky130_fd_sc_hd__nand2b_1: 7
sky130_fd_sc_hd__a31oi_1: 7
sky130_fd_sc_hd__o2111ai_1: 7
sky130_fd_sc_hd__o211ai_1: 14
sky130_fd_sc_hd__nand2_1: 42
sky130_fd_sc_hd__o22ai_1: 16
sky130_fd_sc_hd__o21ai_1: 18
sky130_fd_sc_hd__nor2_1: 47
[worst paths after layout]
check	from	slack [ns]	endpoint	depth (start not counted)
min	in1[15]	5.18	alu_out[15]	5
max	in2[1]	1.59	alu_out[14]	14
[critical path, delay by kind of cell]
kind                     cells  cell delay (ns)
AND-OR/OR-AND                6             1.42
XOR/XNOR                     1             0.18
adder cells (fa/ha/maj)      3             0.93
buffers and inverters        4             1.62
[layer usage]
layer	global-route usage (%)	wire length [um]
met4	9.091	418
met1	53.14	5353
met5	0	0
met2	54.32	5242
met3	4.036	998
Power and IR drop assume default switching activity.
