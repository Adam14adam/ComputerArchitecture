$ cat flow/config.mk
export PLATFORM = sky130hd
export DESIGN_NAME = main_memory
export DESIGN_NICKNAME = main_memory
export VERILOG_FILES = /design/flow/design.v
export SDC_FILE = /design/flow/constraint.sdc
export NUM_CORES = 4
export LEC_CHECK = 1
export CORE_UTILIZATION = 30
$ cat flow/constraint.sdc
current_design main_memory

set clk_period 18.0
set clk_io_pct 0.2

create_clock -name clk0 -period $clk_period [get_ports {clk}]

set non_clock_inputs [all_inputs -no_clocks]
set_input_delay [expr $clk_period * $clk_io_pct] -clock clk0 $non_clock_inputs
set_output_delay [expr $clk_period * $clk_io_pct] -clock clk0 [all_outputs]
$ cat flow/design.v
module main_memory(
    input logic clk,
    input logic [7:0] mem_addr,
    input logic rd,
    input logic wr,
    input logic [15:0] w_data,
    output logic [15:0] r_data
);
    logic [15:0] mem_reg [255:0];
    always_ff @(posedge clk) begin
        if (wr)
            mem_reg[mem_addr] <= w_data;
    end
    always_comb begin
        r_data = rd ? mem_reg[mem_addr] : 16'b0;
    end
endmodule
$ cat flow/run.sh
#!/bin/bash
# OpenROAD 26Q1-2900-gdf79404cd8, Yosys 0.63+post, stock flow scripts
make -C /OpenROAD-flow-scripts/flow DESIGN_CONFIG=/design/flow/config.mk WORK_HOME=/design/flow/orfs finish
==> qor.yml <==
cp_max_fo: 97
critPathLaunchType: "input port"
ant_nets: 0
ys.flop_type: "edfxtp_1"
drv_slew: 0
grt_max_degree: 103
routed_via_density: 5.00
synth.distinct_cells: 51
fin_cells: 15300
drc: 0
cts-htree-levels: 5
die.size.x_um: 725
drv_cap: 0
ys_warn_count: 1
grt_pass1_vias: 83900
pre_cts_ws_ns: 4.86
ys_chip_area_um2: 157000
io_buffers: 42
grt_pass1_wl_um: 581000
synthArstFlopShare_pct: 0
warnings: 31
clock-root-buffer: "clkbuf_16"
die_area_um2: 526000
holdPathStages: 1
power_density_nw_per_um2: 107
antenna_found_initial: 14
finalCritPeriodShare_pct: 73.8
ctsHoldBuffers: 0
netlist_area_um2: 157000
synth-edff-count: 4096
fmax_ghz: 0.0752
wl_per_cell_um: 26.3
setup_viol: 0
rows: 265
dr.pass1.iters: 8
cpMostUsedCell: "buf_4"
clock_path_buffers: 4
syn2layout_area_growth_pct: 14.9
largest_reg_flops: 4096
tritoncts: "done"
synth_seq_share_pct: 78.4
dp_hpwl_um: 241000
slowest_stage: "o21ai_0"
critPathKind: "in -> out"
period_minus_slack_ns: 13.29
max_stage_delay_ns: 1.21
hold_class: "in -> reg"
dp_cells: 14600
relSlewSlack_pct: 5.66
power_mw: 19.4
fin_setup_tns_ns: 0
worstHoldStart: "w_data[2]"
setup_slack_ns: 4.71
synth_area_leader_cell: "edfxtp_1"
drtIter0Drc: 5162
place_area_um2: 168000
grt_overflow: 0
drive_gt1_share_pct: 20.6
cts.sinks: 4096
ys_cells: 7620
final_area_um2: 180000
cp.required_ns: 14.40
numSynthFlops: 4096
cts_setup_buffers: 0
gr-usage-all-layers_pct: 16.2
cts-buffers-inserted: 389
crit_chain: "buf_16, buf_12, buf_4, buf_4, mux4_2, a22oi_1, nand4_1, o21ai_0, a32oi_1, clkdlybuf4s50_1"
worst_ir_drop_vdd_uv: 77.0
fp-utilization_pct: 30.1
end_kind: "output pin"
io_pins: 43
wl_um: 403000
die_y_um: 725
cts_resized: 0
fin_hold_ws_ns: 3.01
p_leak_nw: 57.1
synth.area.top_cells: "edfxtp_1 78%, mux4_2 8.4%, mux2i_1 5.7%, a22oi_1 1.1%, o22ai_1 0.77%"
finalHoldViolations: 0
status: "complete, no violations"
tightest_slew_ns: 1.40
netlist_instances: 7620
top_cell_area_share_pct: 78.4
vias: 76800
core_area_um2: 521000
fin_util_pct: 34.6
hold_end: "mem_reg[14][2]"
cp.arrival_ns: 9.69
clk_pin_slew_ns: 0.06
grt_setup_unrepaired: "no"
globalplace.congestion: 0.879
avgSynthCellArea_um2: 20.6
## how the worst max path moves through the flow
stage | start | to | slack (ns) | cells past startpoint
finish | mem_addr[1] | r_data[15] | 4.71 | 10
global route | mem_addr[1] | r_data[15] | 4.53 | 10
CTS | mem_addr[0] | r_data[14] | 4.83 | 12
## cell type report
type,instances,area (um^2)
Antenna cell,16,40.0
Clock buffer,463,10100
Clock inverter,239,2320
Fill cell,47000,341000
Inverter,16,60.1
Multi-Input combinational cell,3043,31800
Sequential cell,4096,123000
Tap cell,6942,8690
Timing Repair Buffer,528,4270
## worst max-delay path: cells and delay by family
family          cells  cell delay [ns]
buf+inv             5             2.60
compound gates      3             2.33
simple gates        1             0.42
mux                 1             0.40
## cells by family after synthesis
kind of cell,Yosys count,share of synthesized area [%]
AND/OR/NAND/NOR,668,1.99
flip-flops,4096,78.4
AND-OR/OR-AND,874,3.91
multiplexers,1501,14.2
buffers and inverters,481,1.43
## power by group
group / internal [mW] / switching (mW) / total (mW)
clock: 4.48 / 3.49 / 7.96
combinational: 0.281 / 0.603 / 0.884
sequential: 10.5 / 0.00429 / 10.5
total: 15.3 / 4.10 / 19.4
## synth_stat cells, drive strengths merged, types with 2 or more instances
library cell and n:
edfxtp 4096, mux2i 888, mux4 582, buf 271, nor2 269, a22oi 239, clkbuf 194, o22ai 192
a221oi 135, nand2 133, o21ai 90, a21oi 82, nand3 81, nand4 51, a31oi 49, or4 44
nor3 32, mux2 31, a32oi 17, inv 16, a222oi 15, o221ai 15, a211o 14, a22o 14
and2 11, nand2b 10, nor2b 10, nor4 7, and3 4, or3 4, nand4b 3, nand4bb 3
o2111ai 3, a21o 2, a221o 2, o31a 2, or2 2
## routing by layer
| layer | share of wire (%) | track usage (%) |
|---|---|---|
| met4 | 3.2 | 4.18 |
| met2 | 47 | 24.9 |
| met5 | 0.21 | 1.29 |
| met1 | 31 | 16.1 |
| met3 | 19 | 14.3 |
## cell usage in the layout, fill, tap and decap left out, types with 9 or more instances in the layout
cell / synthesis / routed
o21ai_0: 77 / 76
clkinv_1: 0 / 87
nand2_1: 133 / 133
a221oi_1: 135 / 135
and2_1: 10 / 9
o21ai_1: 13 / 14
buf_8: 0 / 17
nand2b_1: 10 / 9
nor3_1: 32 / 14
clkinvlp_4: 0 / 11
clkbuf_1: 194 / 72
mux2i_1: 888 / 888
clkinv_2: 0 / 78
a22oi_1: 239 / 239
edfxtp_1: 4096 / 4096
mux4_2: 582 / 582
bufinv_16: 0 / 33
nor2_1: 268 / 245
nor3_2: 0 / 18
inv_6: 0 / 9
buf_4: 52 / 478
a32oi_1: 17 / 17
nor2_2: 1 / 22
a211o_1: 14 / 14
clkdlybuf4s50_1: 0 / 21
nand3_1: 81 / 77
nand4_1: 51 / 51
mux2_2: 31 / 31
o22ai_1: 192 / 192
inv_1: 16 / 15
or4_1: 44 / 44
diode_2: 0 / 16
clkbuf_16: 0 / 391
o221ai_1: 15 / 15
a22o_1: 14 / 14
a21oi_1: 82 / 82
a222oi_1: 15 / 15
a31oi_1: 49 / 48
Power figures rest on the tool's default switching activity, not on a simulated workload.
