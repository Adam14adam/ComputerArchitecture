--- flow/config.mk ---
export PLATFORM = sky130hd
export DESIGN_NAME = program_counter
export DESIGN_NICKNAME = program_counter
export VERILOG_FILES = /design/flow/design.v
export SDC_FILE = /design/flow/constraint.sdc
export NUM_CORES = 4
export LEC_CHECK = 1
export CORE_AREA = 10 10 70 70
export DIE_AREA = 0 0 80 80
--- flow/constraint.sdc ---
current_design program_counter

set clk_period 3.1
set clk_io_pct 0.2

create_clock -name clk0 -period $clk_period [get_ports {clk}]

set non_clock_inputs [all_inputs -no_clocks]
set_input_delay [expr $clk_period * $clk_io_pct] -clock clk0 $non_clock_inputs
set_output_delay [expr $clk_period * $clk_io_pct] -clock clk0 [all_outputs]
--- flow/design.v ---
module program_counter(
    input logic clk,
    input logic [7:0] d_bus,
    input logic d_bus_en,
    input logic [7:0] input2,
    input logic load2,
    input logic [7:0] input1,
    input logic load1,
    input logic clear,
    input logic up,
    output logic [7:0] pc_out
);
    always_ff @(posedge clk) begin
        if (clear) begin
            pc_out <= 8'b0;
        end
        else if (d_bus_en) begin
            pc_out <= d_bus;
        end
        else if (load1) begin
            pc_out <= input1;
        end
        else if (load2) begin
            pc_out <= input2;
        end
        else if (up) begin
            pc_out <= pc_out + 1;
        end
        else
            pc_out <= pc_out;
    end
endmodule
--- flow/run.sh ---
#!/bin/bash
# OpenROAD 26Q1-2900-gdf79404cd8, Yosys 0.63+post, stock flow scripts
make -C /OpenROAD-flow-scripts/flow DESIGN_CONFIG=/design/flow/config.mk WORK_HOME=/design/flow/orfs finish
==> deck_impl_summary.md <==
Key Metrics from the Run

Logic synthesis
  – Top cells by area: dfxtp_1 24%, a21oi_1 10%, a221oi_1 5.2%
  – EDFF count, synth: 0
  – Flops after synth: 8
  – Synth cell count leaders: 14 x a21oi_1, 8 x dfxtp_1, 7 x nand2_1
  – Yosys warns: 1
  – AO/OA Area Share: 32.4%
  – Yosys cell count: 91
  – AND/OR/NAND/NOR Cells, Area Fraction: 26.1%
  – Most common reg cell: dfxtp_1
  – Area of the mapped netlist: 672 um2
  – Netlist cell types: 35
  – Cells after synthesis: 91
  – Mux share: 3.17%
  – XORs/XNORs by Area: 5.21%
  – Most frequent cell after synthesis: a21oi_1
  – Syn avg cell area: 7.38 um2
  – Adders+Majority by Area: 1.86%
  – Comb area leader: AND-OR/OR-AND gates
  – Post-synth seq share: 23.8%
  – Synth async-reset ratio: 0%
  – Area leader share: 23.8%
  – Cell taking the most area after synthesis: dfxtp_1
  – Yosys chip area: 672 um2

Pwr
  – Part of the power in combinational logic: 33.4%
  – Total Power: 311 uW
  – Maximum VDD drop: 177 uV
  – Reg power frac: 39.6%
  – Sw Share: 28.2%
  – Clock share of power: 27.0%
  – Leak: 0.376 nW
  – P_sw: 87.8 uW
  – Internal power: 223 uW
  – PwrDens: 283 mW/mm2

STA
  – Final setup TNS: 0 ns
  – Fmax: 459 MHz
  – Final setup fails: 0
  – Final Max Slew Viols: 0
  – Period Utilization, post-route: 70.3%
  – Tmin final: 2.18 ns
  – Fin Hold WS: 0.610 ns
  – Endpoints failing hold: 0
  – RSZ-0062 raised after global routing: no
  – Actual slew at the worst max-slew pin: 0.603 ns
  – Clock skew: 0.00455 ns
  – Final Worst Setup Slack: 0.921 ns
  – Relative slew slack: 59.7%

Setup path
  – Crit-path leading delay family: simple AND/OR/NAND/NOR gates
  – Crit path max fanout: 19
  – CP peak stage delay: 0.72 ns
  – Bufs and invs on worst path: 1
  – Crit-path slowest cell: clkdlybuf4s50_1
  – Critical path type: in2reg
  – Critical Path RT: 3.29 ns
  – Arr. time, crit path: 2.36 ns
  – Crit path capture type: register
  – Crit path launch type: input pin
  – Crit-path cells: clkdlybuf4s50_1, nor2_1, nand2_1, or3_1, a31oi_1

Clocking
  – CTS Buf Count: 3
  – H-tree Lvls: 1
  – CTS tree: built
  – Root buf cell: clkbuf_4
  – Resized cells post-CTS: 0
  – Clock sink count: 8
  – Clock-pin slew on the worst setup and hold paths: 0.06 ns
  – Post-CTS Setup Inserts: 0
  – Latency at later pin: 0.26 ns
  – Clk buf depth: 2
  – Post-cts hold-fix buffer tally: 0

Die
  – Chip area: 0.00640 mm2
  – Ports: 38
  – Chip Width: 80 um
  – Core Region: 0.00342 mm2
  – Floorplan core density: 19.7%
  – Row cnt: 21
  – Die Y: 80 um

Cells and area
  – Fraction of layout cells with a size suffix above 1: 4.00%
  – Largest registers: pc_out (8)
  – Sequential cell area: 160 um2
  – Logic area: 462 um2
  – Most flop-heavy register: pc_out
  – Area Overhead vs Synth: 63.5%
  – Post-route core utilization: 32.2%
  – Fillers: 376
  – Finished Layout Cells: 171
  – Post-Layout Inst Area: 0.00110 mm2
  – Max reg flops: 8

Global route
  – Pin count of the biggest net entering global routing: 23
  – Total track usage: 7.60%
  – GRT Residual Overflow: 0
  – First-pass GRT wire length: 3.95 mm
  – Antenna violations before repair: 0
  – Vias in the first global route: 823

Detailed routing
  – Post-route ant nets: 0
  – Vias: 823
  – Detailed Routing Iterations Pass 1: 4
  – # DRC: 0
  – Final wirelength: 2.43 mm
  – Initial DRC Count: 64
  – DR WL/cell: 14.2 um
  – Vias per cell: 4.81
  – Antenna diode count: 0

Worst hold path
  – Hold Path Class: reg2reg

Placement
  – # placed instances: 168
  – Post-place setup slack: 0.684 ns
  – Placed Area: 0.00108 mm2
  – Hpwl dp: 1.87 mm
  – Port Buffers: 37
  – Routability cong.: 0.794

Job
  – Total of max-cap violations: 0
  – Tool Warnings: 25

Outcome
  – Status: completed
## power by group through the flow
| stage | Clock (mW) | Sequential [mW] | Combinational, mW |
|---|---|---|---|
| CTS | 0.0855 | 0.123 | 0.105 |
| global route | 0.0908 | 0.125 | 0.115 |
| finish | 0.0839 | 0.123 | 0.104 |
## layout by cell type (no fill, tap or decap), types with 3 or more instances in the layout
master            n
nor3b_1           4
a221oi_1          4
clkbuf_4          3
nand3b_1          3
nand2_1           7
clkdlybuf4s50_1  37
inv_1             5
nor2_1            4
a21oi_1          14
nor2b_1           3
dfxtp_1           8
o21ai_0           3
## layout make-up
| class | count | area share [%] |
|---|---|---|
| Tap cell | 46 | 5.24 |
| Inverter | 5 | 1.71 |
| Timing Repair Buffer | 38 | 34.4 |
| Clock buffer | 3 | 2.05 |
| Multi-Input combinational cell | 71 | 42.0 |
| Sequential cell | 8 | 14.6 |
## logic make-up (layout without fill, tap and decap cells)
group | after synthesis | after routing
muxes | 2 | 2
DFF | 8 | 8
buffers and inverters | 12 | 46
xor gates and xnor gates | 4 | 4
adders and majority gates | 1 | 1
AOI/OAI and AO/OA | 33 | 33
and+or+nand+nor | 31 | 31
## worst reg2reg max path, delay by kind of cell, from the launching register on
kind / cells / cell delay, ns
AOI/OAI and AO/OA: 2 / 0.53
adders and majority gates: 1 / 0.22
xor gates and xnor gates: 1 / 0.19
and+or+nand+nor: 1 / 0.17
DFF: 1 / 0.41
## metal layers
layer	vias up	routed length, um	global-route usage [%]
li1	411	-	-
met3	2	273	4.20
met4	0	14	0.352
met2	34	1020	11.0
met5	-	0	0
met1	376	1120	10.2
## path summary, 6_finish.rpt
kind	startpoint	end	slack [ns]	depth (start not counted)
worst min-delay path	pc_out[7]$_SDFFE_PP0P_	pc_out[7]$_SDFFE_PP0P_	0.61	2
worst max register to register	pc_out[0]$_SDFFE_PP0P_	pc_out[4]$_SDFFE_PP0P_	1.51	5
worst min register to register	pc_out[7]$_SDFFE_PP0P_	pc_out[7]$_SDFFE_PP0P_	0.61	2
worst max-delay path	load1	pc_out[7]$_SDFFE_PP0P_	0.92	5
Power and IR drop assume default switching activity.
